==> flow/design.v <==
module cashe_memory(input clk,
                    input reset,
                    input mem_read,
                    input mem_write,
                    input [9 : 0] word_address,
                    input [31 : 0]data_in,
                    output reg stall,
                    output reg [31 : 0] data_out);
reg [31 : 0] mem [127 : 0][7:0];
reg [31 : 0] cashe [127 : 0];
reg  valid [127:0] ;
reg [2:0] tag [127:0];
wire [6:0] add_of_word ;
wire [2:0] add_of_block ;
integer i ;
reg [1:0] state = 2'b00;
reg ready = 1'b0;
reg i_1;
reg i_2;
always @(posedge clk) begin
if (reset) begin
    for( i=0;i<128;i=i+1 ) begin 
             valid [i]= 1'b0; 
              tag[i] =3'b000; 
                      end
end
else begin 
  case(state)
    2'b00 : begin
            if (mem_read == 1'b1) state = 2'b01;
           else if (mem_write == 1'b1) state = 2'b10;
           else state = 2'b00;
           mem[5][1] = 10;
            end
   2'b01 : begin
              case (ready)
              1'b0 : begin  if (valid[add_of_word] == 1'b1 & tag[add_of_word] == word_address[9:7] ) begin
                                      stall = 1'b0;                                
                                      data_out = cashe [add_of_word];
                                        state = 2'b00;
                                               end  
                               else begin
                                       ready = 1'b1;
                                       stall = 1'b1;
                                     end  
                     end  
                 1'b1 : begin                     
             cashe  [add_of_word] = mem [add_of_word][add_of_block];                                                       
                               valid[add_of_word] = 1'b1;
                               tag[add_of_word] = add_of_block;
        ready = 1'b0;
                          end  
                  endcase  
end   
2'b10 : begin
       end  
  endcase
     end  
end     
assign add_of_word = word_address[6:0];
assign  add_of_block = word_address [9 : 7];
endmodule
==> flow/run.sh <==
#!/bin/bash
# OpenROAD 26Q1-2900-gdf79404cd8, Yosys 0.63+post, stock flow scripts
make -C /OpenROAD-flow-scripts/flow DESIGN_CONFIG=/design/flow/config.mk WORK_HOME=/design/flow/orfs finish
==> flow/config.mk <==
export PLATFORM = sky130hd
export DESIGN_NAME = cashe_memory
export DESIGN_NICKNAME = cashe_memory
export VERILOG_FILES = /design/flow/design.v
export SDC_FILE = /design/flow/constraint.sdc
export NUM_CORES = 4
export LEC_CHECK = 1
export CORE_UTILIZATION = 50
==> flow/constraint.sdc <==
current_design cashe_memory

set clk_period 11.7
set clk_io_pct 0.2

create_clock -name clk0 -period $clk_period [get_ports {clk}]

set non_clock_inputs [all_inputs -no_clocks]
set_input_delay [expr $clk_period * $clk_io_pct] -clock clk0 $non_clock_inputs
set_output_delay [expr $clk_period * $clk_io_pct] -clock clk0 [all_outputs]
==> flow_metrics.py <==
# Generated from Yosys and OpenROAD reports
metrics = {
    "final_timing": {
        "timing_hold_violations_final": 0,
        "unrepaired_setup_endpoints_after_global_routing": "no",
        "finClkSkew_ns": 0.02631,
        "tns_ns": 0,
        "min_period_ns": 7.532,
        "worst-slew-pin-transition_ns": 1.123,
        "setup-violations-final": 0,
        "final_max_slew_viol_count": 0,
        "post-route-period-util_pct": 64.38,
        "max_clock_freq_mhz": 132.8,
        "max_slew_margin_pct": 25.17,
    },
    "global_route": {
        "grt.overflow.total": 0,
        "grt_antenna_before_repair": 7,
        "groute.usage.overall_pct": 49.37,
        "wire_length_of_the_first_global_routing_pass_um": 166100,
        "vias_in_the_first_global_route": 21868,
        "grt_max_degree": 128,
    },
    "cells_and_area": {
        "fillers": 4222,
        "final_layout_top_logic_cells": "sky130_fd_sc_hd__nor2_1 (601), sky130_fd_sc_hd__dfxtp_1 (512), sky130_fd_sc_hd__mux2i_1 (396)",
        "post_route_cells_drive_above_1_share_pct": 9.872,
        "area_growth_synth_to_finish_pct": 10.74,
        "layoutNonFillerInstCount": 3545,
        "final_common_cell": "sky130_fd_sc_hd__nor2_1",
    },
    "drt": {
        "detailedRoute.firstPassIterationCount": 6,
        "detail_routed_net_length_per_standard_cell_um": 33.63,
        "first_iter_violations": 3321,
        "vias": 23872,
        "route.antenna.remaining_nets": 0,
        "drt_wl_total_um": 119200,
        "drt-vias-per-instance": 6.734,
        "drc": 0,
    },
    "synth": {
        "top_cell_area_share_pct": 41.67,
        "synth-main-ff-cell": "sky130_fd_sc_hd__dfxtp_1",
        "top_area_cell": "sky130_fd_sc_hd__dfxtp_1",
        "synth_cell_types": 83,
        "ys_seq_elements": 516,
        "synthesis.yosys.warnings": 32740,
        "synth_chip_area_um2": 24600,
        "synthesis.area_um2": 24600,
        "synthCells": 2899,
        "area_contributors_post_synth": "sky130_fd_sc_hd__dfxtp_1 (42%), sky130_fd_sc_hd__mux2i_1 (16%), sky130_fd_sc_hd__nor2_1 (9.2%)",
        "synthesis.area_per_instance_um2": 8.485,
        "synth_seq_share_pct": 42.16,
        "postSynth.asyncResetShare_pct": 0,
        "enable_flop_cells": 4,
        "cell_count_in_the_yosys_report": 2899,
    },
    "power": {
        "power_report.internal_total_w": 0.002890,
        "pwr-share-seq_pct": 45.7,
        "power.share.switching_pct": 27.17,
        "p_leak_nw": 10.67,
        "clock_power_share_pct": 44.3,
        "combinationalPowerShare_pct": 10.0,
        "vdd_ir_drop_max_uv": 116.3,
        "power-per-cell-area_nw_per_um2": 145.7,
        "p_sw_w": 0.001078,
    },
    "die": {
        "die_area_um2": 50090,
        "die-width_um": 223.8,
        "floorplan.io_pins": 79,
        "fp-utilization_pct": 51.09,
        "die_h_um": 223.8,
        "core_area_um2": 48150,
        "rows": 80,
    },
    "clocking": {
        "tritoncts.num_buffers": 54,
        "cts-root-to-sink-buffers": 3,
        "cts_repair_resize_count": 0,
        "cts_tree": "yes",
        "clk_pin_slew_ns": 0.06,
        "ctsHoldBuffers": 0,
        "cts_sink_count": 516,
        "clock_tree.htree_level_count": 2,
        "cts.root.buffer_cell": "sky130_fd_sc_hd__clkbuf_16",
        "clock_latency_ns": 0.64,
        "post_cts_buffers": 0,
    },
    "place": {
        "io_buffer_count": 14,
        "gp_congestion": 1.198,
        "placed_cells": 3442,
        "detailed_place_hpwl_um": 81390,
    },
    "worst_setup_path": {
        "endpoint_kind_of_the_worst_setup_timing_path": "flip-flop",
        "cp_cell_instances": "buf_2, buf_4, buf_4, nor2b_1, buf_4, a22oi_1, o21ai_0, a211o_1, nor4_1, a31oi_1, xor2_1, nor4b_2, a31o_1",
        "critical-path-top-cell-by-count": "sky130_fd_sc_hd__buf_4",
        "crit_slowest_cell": "sky130_fd_sc_hd__a22oi_1",
        "critical_path_class": "in -> reg",
        "crit_path_max_fanout": 44,
        "slowest_cell_delay_on_critical_path_ns": 0.81,
        "critical_path.startpoint_type": "input pin",
        "worstPathArrival_ns": 7.86,
        "cp_data_required_time_ns": 12.03,
    },
    "flow_run": {
        "cap_viol_max_count": 0,
        "warnings": 60,
    },
    "min_path": {
        "hold_class": "reg -> reg",
    },
    "outcome": {
        "status": "completed",
    },
}
kinds of logic (layout without fill, tap and decap cells):
kind of cell | count (synthesis) | in the layout | synth area share [%]
buffers and inverters | 344 | 302 | 6.175
AND-OR/OR-AND | 556 | 556 | 15.01
adder cells (fa/ha/maj) | 1 | 1 | 0.04070
multiplexers | 419 | 419 | 17.18
flip-flops | 516 | 516 | 42.16
XOR/XNOR | 6 | 6 | 0.2136
other | 2 | 34 | 0.03053
AND/OR/NAND/NOR | 1055 | 1055 | 19.19
state kept, by name, indices dropped and copies added, names as in the netlist:
name	count
tag	384
stall	1
state	2
valid	128
ready	1
metal layers:
| metal | vias up | track usage, % | share of wire (%) |
|---|---|---|---|
| met5 | - | 3.128 | 0.24 |
| met4 | 14 | 31.48 | 8.7 |
| met3 | 531 | 26.31 | 16 |
| met2 | 1848 | 64.36 | 39 |
| met1 | 11374 | 64.11 | 37 |
| li1 | 10105 | - | - |
metrics by stage:
stage / area, um2 / total power (W) / setup WS [ns] / hold slack, ns / util (%)
6_report: 27240 / 0.003968 / 4.168 / 0.4464 / 56.58
5_1_grt: 27230 / 0.004050 / 4.158 / 0.4571 / 56.57
4_1_cts: 27230 / 0.003945 / 4.562 / 0.4440 / 56.57
3_5_place_dp: 25430 / 0.002223 / 3.935 / 0.4363 / 52.82
3_3_place_gp: 25430 / 0.002221 / 3.947 / 0.4338 / 52.82
2_1_floorplan: 24710 / 0.002073 / 6.386 / 0.4210 / -
final cells by class:
| class | instances | area (um2) | area share, % |
|---|---|---|---|
| well taps | 656 | 820.8 | 3.013 |
| repair buffers | 140 | 1056 | 3.877 |
| flip-flops and latches | 516 | 10370 | 38.07 |
| inverters | 61 | 229.0 | 0.8406 |
| multi-input cells | 2069 | 12950 | 47.55 |
| clock inverters | 27 | 247.7 | 0.9095 |
| clock buffers | 74 | 1558 | 5.719 |
| diodes | 2 | 5.005 | 0.01837 |
final timing paths:
check	startpoint	end	slack, ns	cells after the start
worst max-delay path	word_address[0]	state[1]$_SDFFCE_PP0P_	4.17	13
worst min-delay path	valid[104]$_SDFFE_PP0P_	valid[104]$_SDFFE_PP0P_	0.45	2
worst max register to register	tag[79][0]$_SDFFE_PP0P_	state[1]$_SDFFCE_PP0P_	7.27	9
worst min register to register	valid[104]$_SDFFE_PP0P_	valid[104]$_SDFFE_PP0P_	0.45	2
critical path: cells and delay by family:
kind | cells | cell delay (ns)
AOI/OAI and AO/OA | 5 | 1.86
xor gates and xnor gates | 1 | 0.22
buffers and inverters | 4 | 1.50
and+or+nand+nor | 3 | 1.80
cells in the mapped netlist (5+ instances only):
cell,number
sky130_fd_sc_hd__o21ai_0,72
sky130_fd_sc_hd__a31oi_1,28
sky130_fd_sc_hd__and4b_1,5
sky130_fd_sc_hd__nand4_1,30
sky130_fd_sc_hd__a222oi_1,8
sky130_fd_sc_hd__or2_2,6
sky130_fd_sc_hd__inv_1,60
sky130_fd_sc_hd__o211ai_1,11
sky130_fd_sc_hd__o21ai_1,30
sky130_fd_sc_hd__buf_1,17
sky130_fd_sc_hd__nand2b_1,13
sky130_fd_sc_hd__dfxtp_1,512
sky130_fd_sc_hd__nor2b_1,20
sky130_fd_sc_hd__nand3_1,144
sky130_fd_sc_hd__a21oi_1,142
sky130_fd_sc_hd__buf_4,41
sky130_fd_sc_hd__or3_1,7
sky130_fd_sc_hd__mux2i_1,396
sky130_fd_sc_hd__buf_2,41
sky130_fd_sc_hd__nor4bb_1,5
sky130_fd_sc_hd__and3b_1,5
sky130_fd_sc_hd__nor4_1,20
sky130_fd_sc_hd__o32ai_1,10
sky130_fd_sc_hd__a211oi_1,11
sky130_fd_sc_hd__a32oi_1,22
sky130_fd_sc_hd__a221oi_1,5
sky130_fd_sc_hd__a22oi_1,87
sky130_fd_sc_hd__o31ai_1,17
sky130_fd_sc_hd__a32o_1,6
sky130_fd_sc_hd__nor3b_1,7
sky130_fd_sc_hd__and2_1,13
sky130_fd_sc_hd__or4_1,6
sky130_fd_sc_hd__a21o_1,8
sky130_fd_sc_hd__and3_1,15
sky130_fd_sc_hd__o2111ai_1,10
sky130_fd_sc_hd__nor3_1,24
sky130_fd_sc_hd__nand2_1,117
sky130_fd_sc_hd__mux2_2,22
sky130_fd_sc_hd__a22o_1,17
sky130_fd_sc_hd__clkbuf_1,181
sky130_fd_sc_hd__o21a_1,5
sky130_fd_sc_hd__nor2_1,601
sky130_fd_sc_hd__a311oi_1,5
sky130_fd_sc_hd__o22ai_1,24
power groups by stage:
stage | Clock, W | Combinational [W] | Sequential [W]
4_1_cts | 0.00176 | 0.000371 | 0.00181
6_report | 0.00176 | 0.000395 | 0.00182
5_1_grt | 0.00183 | 0.000398 | 0.00182
Power figures rest on the tool's default switching activity, not on a simulated workload.
